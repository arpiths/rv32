==> /design/flow/design.v <==
`timescale 1ns / 1ps
module Read(clk,PC,br_ctrl,rst,ins_dec_in,
            alu_out,alu_reg_w_en,alu_rd,
            wb_val,wb_en,wb_reg,
            alu_in1,alu_in2,alu_in3,ins_dec_out,pc2
            );
    input clk,rst,wb_en,alu_reg_w_en,br_ctrl;
    input [31:0]ins_dec_in,alu_out,wb_val,PC;
    input[4:0] wb_reg,alu_rd;
    output reg[31:0] ins_dec_out,alu_in3,pc2, alu_in1,alu_in2;
    wire[4:0] rs1,rs2;
    assign rs1=ins_dec_in[19:15];
    assign rs2=ins_dec_in[24:20]; 
    wire[31:0] rso1,rso2;
    regf regfile(clk,rst,wb_en,br_ctrl,
        rs1,rs2,wb_reg,
        wb_val,
        rso1,rso2);
    reg[31:0] nop;
    initial begin
        nop=32'h000033; 
    end
    reg[31:0] hz1,hz2;
    reg[4:0] d1,d2,r1,r2;  
    integer i;
    reg en1,en2,z;   
    reg[31:0] v1,v2,ro1,ro2,pc1,ins;      
    reg[6:0] op;
    reg [31:0] imm1,imm2,imm3,imm4,imm5;
    always@(posedge clk) begin
        ins_dec_out <= br_ctrl == 1 ? nop : ins_dec_in;
        v2 <=wb_val;
        d2 <=wb_reg;  
        pc2 <= PC;
        en2 <= wb_en;
        r1 <= ins_dec_in[19:15];
        r2 <= ins_dec_in[24:20];
        en1 <= alu_reg_w_en;
       imm1 = {ins_dec_in[31:12],12'b0};  
       imm2 = $signed({ins_dec_in[31],ins_dec_in[19:12],ins_dec_in[20],ins_dec_in[30:21],1'b0});        
       imm3 = $signed({ins_dec_in[31],ins_dec_in[7],ins_dec_in[30:25],ins_dec_in[11:8],1'b0});   
       imm4 = $signed(ins_dec_in[31:20]);         
       imm5 = $signed({ins_dec_in[31:25],ins_dec_in[11:7]});          
    end
    always@(*)begin
        casez(ins_dec_out[6:0])                
            7'b0110011:begin alu_in3 = 0 ; end    
            7'b0010011:begin alu_in3 = imm4 ; end    
            7'b0000011:begin alu_in3 = imm4 ; end    
            7'b0100011:begin alu_in3 = imm5 ; end  
            7'b0110111:begin alu_in3 = imm1 ;  end   
            7'b1101111:begin alu_in3 = imm2 ;  end 
            7'b0010111:begin alu_in3 = imm4 ; end  
            7'b1100011:begin alu_in3 = imm3 ; end  
            default: begin  
                alu_in3 = 0;
            end
        endcase
     hz1  = r1 == 0 ? 0: (wb_en == 1 ? (wb_reg == r1 ? wb_val : rso1) : rso1 );
     hz2  = r2 == 0 ? 0: (wb_en == 1 ? (wb_reg == r2 ? wb_val : rso2) : rso2 );
     if(br_ctrl == 1)begin
        alu_in1=0;
        alu_in2=0;
     end
     else begin    
         alu_in1 = r1 == 0 ? 0 :(alu_reg_w_en == 1 ? (alu_rd == r1 ? alu_out : hz1) : hz1 );
         alu_in2 = r2 == 0 ? 0 :(alu_reg_w_en == 1 ? (alu_rd == r2 ? alu_out : hz2) : hz2 );
     end   
    end
endmodule
module regf( clk,rst,wen1,br_ctrl,
        rs1,rs2,wr1,
        wval1,
        rso1,rso2);
    input clk,rst,wen1,br_ctrl;
    input[4:0] rs1,rs2,wr1;
    input[31:0] wval1;
    output reg[31:0] rso1,rso2;
    reg[31:0] mem[0:31]; 
    integer i;
    always@(posedge clk)begin
        if(rst==1)begin
            for (i = 0; i < 32; i = i + 1)
                mem[i] <= 0;
        end
        else begin
            if(wen1==1)begin 
                mem[wr1] <= wr1==0? 0: wval1;
            end
            else begin
                mem[0] <= 0;
            end
        end
    end
    always@(negedge clk)begin
        if(rst==1)begin
            rso1<=0;
            rso2<=0;
        end
        else begin
            rso1<=mem[rs1];
            rso2<=mem[rs2];        
        end
    end
endmodule
==> /design/flow/run.sh <==
#!/bin/bash
# OpenROAD 26Q1-2900-gdf79404cd8, Yosys 0.63+post, stock flow scripts
make -C /OpenROAD-flow-scripts/flow DESIGN_CONFIG=/design/flow/config.mk WORK_HOME=/design/flow/orfs finish
==> /design/flow/config.mk <==
export PLATFORM = sky130hd
export DESIGN_NAME = Read
export DESIGN_NICKNAME = Read
export VERILOG_FILES = /design/flow/design.v
export SDC_FILE = /design/flow/constraint.sdc
export NUM_CORES = 4
export LEC_CHECK = 1
export CORE_UTILIZATION = 40
==> /design/flow/constraint.sdc <==
current_design Read

set clk_period 17.8
set clk_io_pct 0.2

create_clock -name clk0 -period $clk_period [get_ports {clk}]

set non_clock_inputs [all_inputs -no_clocks]
set_input_delay [expr $clk_period * $clk_io_pct] -clock clk0 $non_clock_inputs
set_output_delay [expr $clk_period * $clk_io_pct] -clock clk0 [all_outputs]
==> results.yml <==
# generated from flow reports
floorplan:
  num_rows: 139
  io_pins: 303
  chipArea_sq_um: 147000
  core_region_area_sq_um: 144000
  fp_util: 0.404
  die_w_um: 383
  die_h_um: 383
layout:
  drive_gt1_frac: 0.195
  fillCellCount: 12300
  area_growth_pct: 15.9
detailed_routing:
  vias_per_cell: 6.22
  final_antenna_net_count: 0
  routed_wl_mm: 214
  dr.pass1.iters: 30
  wl_per_cell_um: 33.2
  drc: 0
  vias: 40000
  drt_iter0_drc: 2966
cts:
  clk-insertion-delay-late_ps: 790
  numCtsBuffers: 137
  cts_hold_buffers: 0
  clock-sinks: 1177
  htree_levels: 4
  cts_tree: "done"
  clock_path_buffers: 3
  clock-root-buffer: "clkbuf_16"
  post-cts-setup-buffer-count: 0
  path_clk_slew_ps: 60
  cts_resized: 0
status:
  status: "finished clean"
min_path:
  holdPathEnd: "pc2[23]"
  hp-class: "in2reg"
  min_path_cells: 1
  min_from: "PC[23]"
global_route:
  track_usage: 0.317
  antenna_found_initial: 9
  grt_max_degree: 82
  grt_pass1_wl_mm: 302
  gr-total-overflow: 0
  grt_pass1_vias: 42100
timing:
  maxSlewHeadroom: 0.278
  worstMarginPinSlew_ps: 1070
  finClkSkew_ps: 48.1
  slew_violations: 0
  final-setup-viol-count: 0
  finalSetupTns_ps: 0
  final_hold_viol_count: 0
  setup_slack_ps: 2800
  rsz0062_at_grt: "false"
synth:
  synthTopCellsByCount: "1024 x edfxtp_1, 1008 x nor2_1, 448 x mux4_2"
  yosys_cells: 4182
  ys_chip_area_sq_um: 58100
  top_cells_by_area: "edfxtp_1 53%, mux4_2 17%, nor2_1 6.5%"
  async_reset_ff_frac: 0
  syn_inst: 4182
  top_cell: "edfxtp_1"
  avgSynthCellArea_sq_um: 13.9
  yosysTopAreaCellShare: 0.529
  flop_cell: "edfxtp_1"
  netlist_area_sq_um: 58100
  ys_seq_share: 0.582
  ys_ff: 1177
  synth_cell_types: 46
  ys.warnings.count: 2
  edf_count: 1024
  largest_area_cell: "edfxtp_1"
placed_design:
  place_hpwl_mm: 131
  gp_congestion: 1.01
  portBuffers: 302
  place_ws_ps: 2450
critical_path:
  cp_slowest_cell: "clkdlybuf4s50_1"
  reg2reg_depth: 3
  critPathMaxStageDelay_ps: 560
  r2r_end: "regfile.rso1[27]"
  crit_type: "reg2out"
  cp.arrival_ps: 11440
  cp_data_required_time_ps: 14240
  worst_setup_path_start_kind: "flip-flop"
  rrSetupSlack_ps: 6840
  worstSetupStartpoint: "regfile.rso2[27]"
  cp_max_fo: 1
  cp-end-kind: "output pin"
  reg2reg_from: "regfile.mem[23][27]"
  cp_cell_sequence: "o21ai_0 -> a31oi_1 -> clkdlybuf4s50_1"
job:
  tool_warnings: 90
  drv_cap: 0
power:
  vdd_drop_max_mv: 0.0798
  p_per_area_nw_per_um2: 103
  power.leakage_nw: 23.1
-- critical path, delay by kind of cell (launching register included) --
family,cells,cell delay (ps)
flops,1,530
buf+inv,1,560
compound gates,2,700
-- flip-flops by register name (all words and copies together) (netlist names) --
name,flops
imm1,4
imm3,1
imm4,5
imm5,11
ins_dec_out,32
pc2,32
r1,4
regfile.mem,1024
regfile.rso1,32
regfile.rso2,32
-- worst max path at each step --
stage | slack (ps) | to | cells after the start
after CTS | 2850 | alu_in2[27] | 3
after global routing | 2820 | alu_in2[27] | 3
final | 2800 | alu_in2[27] | 3
-- logic make-up after synthesis --
| family | Yosys count | synth area share |
|---|---|---|
| simple gates | 1289 | 0.0897 |
| flops | 1177 | 0.582 |
| mux | 704 | 0.218 |
| compound gates | 527 | 0.0647 |
| buf+inv | 464 | 0.0429 |
| xor+xnor | 20 | 0.00301 |
| other cells | 1 | 0.0000645 |
-- per-stage QoR --
step / util / power (mW) / hold slack, ps / instances / instance area, sq um
after floorplan: - / 3.77 / 3590 / 4213 / 58200
after global placement: 0.436 / 4.13 / 3990 / 6123 / 62700
after detailed placement: 0.436 / 4.14 / 3980 / 6123 / 62700
after CTS: 0.468 / 6.98 / 3150 / 6436 / 67400
after global routing: 0.468 / 7.16 / 3190 / 6438 / 67400
final: 0.468 / 6.96 / 3210 / 6440 / 67400
-- cell type report --
class                   instances  area, sq um  area share
diodes                          4         10.0    0.000149
inverters                       2         10.0    0.000149
flip-flops and latches       1177        33800       0.502
clock inverters               142          936      0.0139
multi-input cells            2572        22100       0.328
repair buffers                468         4360      0.0647
well taps                    1903         2380      0.0353
clock buffers                 172         3780      0.0562
-- report_power, final --
part	total, mW	leakage, nW	switching, mW	internal, mW
logic	0.834	9.53	0.489	0.345
registers	3.25	11.0	0.0906	3.16
clock network	2.88	2.56	1.20	1.68
-- metal layers --
metal,GRT usage,vias up,part of all wire
li1,-,16500,-
met1,0.359,19400,0.31
met2,0.427,3423,0.43
met3,0.265,618,0.20
met4,0.142,35,0.059
met5,0.0602,-,0.0051
-- cell usage in the layout, fill, tap and decap left out, types with 31 or more instances in the layout --
master / netlist / routed
mux4_2: 448 / 448
clkdlybuf4s50_1: 0 / 290
o21ai_0: 112 / 112
dfxtp_1: 153 / 153
inv_1: 1 / 74
a221o_1: 64 / 64
nand2_1: 107 / 105
nand2b_2: 0 / 31
buf_4: 40 / 161
clkbuf_16: 0 / 145
conb_1: 1 / 32
nor2_1: 1008 / 1004
a221oi_1: 46 / 46
mux2i_1: 256 / 256
o31ai_1: 64 / 64
a22oi_1: 65 / 65
a31oi_1: 128 / 128
edfxtp_1: 1024 / 1024
nand3_1: 64 / 64
nor2b_1: 39 / 34
Power and IR drop assume default switching activity.
