File: design/flow/design.v
`timescale 1ns / 1ps
module ALU(clk,rst,ins_dec_out,alu_in1,alu_in2,alu_in3,pc2,
        alu_out,alu_reg_w_en,alu_rd,    
        f3,d_r_en,d_w_en,d_add,
        br_ctrl,pc_out);
    input[31:0] ins_dec_out,alu_in1, alu_in2,pc2,alu_in3 ;       
    input clk,rst;
    output reg [4:0] alu_rd;
    output reg [31:0] alu_out,d_add,pc_out;
    output reg alu_reg_w_en, d_w_en, d_r_en,br_ctrl;
    output reg [2:0] f3;
    reg[31:0] arg1,arg2,arg3,ins,pc_in,in1,in2,in3;
    reg [2:0] f3_w;
    reg[6:0] op,f7;    
    reg[4:0] rs1,rs2,rd;
    reg lr,al;
    wire[31:0] sum,diff,shift_out,xor_out,and_out,or_out,imm_str;
    wire[31:0] s_comp, us_comp;
    shift    shf   (lr,al,arg1,arg2,shift_out);
    adder    add12 (arg1,arg2,sum,diff);    
    compare  comp  (arg1,arg2,s_comp,us_comp);
    gate_l   g1    (arg1,arg2,xor_out,or_out,and_out);
    wire[31:0] pc_sum1,pc_sum2;
    PCadder pca(pc_in,arg3,pc_sum1,pc_sum2);
    reg[31:0] nop;
    initial begin 
        nop <= 32'h0033 ; 
    end
    always@(posedge clk) begin 
    if(rst==1 || br_ctrl ==1) begin   
            ins <=nop;
            pc_in=0;     
            arg1=0;arg2=0;arg3=0;       
        end 
        else begin 
            ins  <= ins_dec_out;                        
            in1 <= alu_in1;
            in2 <= alu_in2;
            in3 <= alu_in3;
            pc_in <= pc2;
        end
   end
   always@(*)begin
     f3 = ins[14:12];
     op = ins[6:0];
     rd = ins[11:7];    
     rs1= ins[19:15];
     rs2= ins[24:20];
     f7 = ins[31:25];
       lr = f3==3'b001 ? 1'b1 : 1'b0;                                          
       al = f7==7'b0   ? 1'b0 : 1'b1;   
       alu_rd = rd;
       casez(op)
            7'b0110011:begin 
                arg1 = in1;
                arg2 = in2;
                d_r_en = 0;
                d_w_en = 0;
                br_ctrl=0;
                pc_out = 0;
                d_add = sum;
                alu_reg_w_en = 1'b1;               
                case(f3)
                    3'b000:begin alu_out = (f7==7'b0)?sum:diff; end         
                    3'b001:begin alu_out=shift_out  ;end            
                    3'b010:begin alu_out=s_comp;end    
                    3'b011:begin alu_out=us_comp; end  
                    3'b100:begin alu_out=xor_out ;end                       
                    3'b101:begin alu_out=shift_out; end                      
                    3'b110:begin alu_out=or_out ;end                        
                    3'b111:begin alu_out=and_out ;end
                    default:begin alu_out=sum;end                       
                endcase
            end
            7'b0010011: begin
                arg1= in1;
                arg2= in3;                
                d_r_en =0;
                d_w_en =0;
                alu_reg_w_en = 1'b1;   
                br_ctrl=0; 
                pc_out = 0;            
                casez(f3)
                    3'b000:begin alu_out = sum; end  
                    3'b010:begin alu_out={31'b0,s_comp};end    
                    3'b011:begin alu_out={31'b0,us_comp}; end  
                    3'b100:begin alu_out=xor_out; end  
                    3'b110:begin alu_out=or_out; end   
                    3'b111:begin alu_out=and_out; end  
                    3'b001:begin alu_out=shift_out;  end  
                    3'b101:begin alu_out=shift_out;  end   
                    default:begin alu_out =sum ; end
                endcase
            end
            7'b0000011:begin   
                arg1=in1;
                arg2=in3;             
                d_r_en =1'b1;
                d_w_en =0;                
                alu_reg_w_en = 0;                 
                alu_out= 0;
                br_ctrl=0;
                pc_out = 0;
            end
            7'b0100011:begin 
                arg1=in1;
                arg2=in3;                                 
                d_r_en =0;
                d_w_en =1'b1;   
                alu_reg_w_en = 0; 
                br_ctrl=0; 
                pc_out = 0; 
                d_add = sum;                              
                casez(f3)
                    3'b000:begin 
                        alu_out = in2[7:0];
                    end
                    3'b001:begin 
                        alu_out = in2[15:0];
                    end
                    3'b010:begin 
                       alu_out = in2 ;
                   end
                    default: begin
                        alu_out = in2;
                    end 
                endcase                                  
            end
            7'b0110111:begin  
                arg1=in1;
                arg2=in2;             
                d_r_en = 0;
                d_w_en = 0;   
                alu_reg_w_en = 1;  
                alu_out = in3;
                br_ctrl=0;
            end
            7'b0010111:begin 
                arg1=pc_in;
                arg2=in3;
                d_r_en =0;
                d_w_en =0;   
                alu_reg_w_en = 1;  
                alu_out = sum;  
                br_ctrl = 0;
                pc_out = 0;
             end
             7'b1101111:begin  
             arg1=pc_in;
             arg2=in3;
                d_r_en =0;
                d_w_en =0;   
                alu_reg_w_en = 1;  
                alu_out = pc_in+4; 
                pc_out = sum;
                br_ctrl = 1; 
             end
             7'b100111:begin  
             arg1=in1;
             arg2=in3;
                d_r_en =0;
                d_w_en =0;                   
                alu_reg_w_en = 1;  
                alu_out = pc_in+4; 
                pc_out = sum;
                br_ctrl = 1;
             end
             7'b1100011:begin  
                arg1=pc_in;
                arg2=in3;
                pc_out = sum;                
                d_r_en =0;
                d_w_en =0;                   
                alu_reg_w_en = 0; 
                alu_out=0;
                case(f3)
                    3'b000:begin
                        br_ctrl = in1 == in2 ? 1: 0;
                    end
                    3'b001:begin
                        br_ctrl = $signed(in1) != $signed(in2)? 1: 0; 
                    end
                    3'b100:begin
                        br_ctrl = $signed(in1) < $signed(in2)? 1: 0;
                    end
                    3'b101:begin
                        br_ctrl = $signed(in1) >= $signed(in2)? 1: 0;
                    end
                    3'b110:begin
                        br_ctrl = in1 < arg2 ? 1: 0 ;  
                    end
                    3'b111:begin
                        br_ctrl = in1 >= alu_in2 ? 1: 0;  
                    end
                    default:begin
                        br_ctrl = 0;
                    end
                endcase
            end
            default:begin                  
                d_r_en = 0;
                d_w_en = 0;                   
                alu_reg_w_en = 0;
                alu_out=0;
                br_ctrl=0;
                pc_out=0;
            end                    
        endcase
    end
endmodule
module adder(arg1,arg2,sum,diff);
    input[31:0] arg1,arg2;
    output[31:0] sum,diff;
    assign sum  = $signed(($signed(arg1) + $signed(arg2)));
    assign diff = $signed(($signed(arg1) - $signed(arg2)));
endmodule 
module PCadder(PC,arg,sum1,sum2);
    input[31:0] PC,arg;
    output[31:0] sum1,sum2;
    assign sum1  = $signed(($signed(PC) + $signed(arg)));
    assign sum2 = $signed(($signed(PC) + 4));
endmodule
module shift(lr,al,arg1,arg2,shift_out);
    input lr,al;
    input[31:0] arg1,arg2;
    output[31:0] shift_out;
    wire[31:0] sll,srl,sra;
    assign sll = arg1 << arg2[4:0];
    assign srl = arg1 >> arg2[4:0];
    assign sra = $signed(arg1)>>>arg2[4:0];
    assign shift_out = (lr == 1'b1 ? sll : (al == 1'b0 ? srl : sra ) );
endmodule
module compare(arg1,arg2,s_comp,us_comp);
    input[31:0] arg1,arg2;
    output[31:0] s_comp, us_comp;    
    assign s_comp = ($signed(arg1) < $signed(arg2)) ? 1 : 0;
    wire[31:0] a1,a2;
    assign a1=($signed(arg1) < 0) ? -$signed(arg1) : arg1;
    assign a2=($signed(arg2) < 0) ? -$signed(arg2) : arg2;
    assign us_comp = a1 < a2 ? 1 : 0;
endmodule
module gate_l(in1,in2,xor_out,or_out,and_out);
    input[31:0] in1,in2;
    output[31:0] xor_out,or_out,and_out;
    assign xor_out = in1 ^ in2;
    assign and_out = in1 & in2;
    assign or_out = in1 | in2;
endmodule
File: design/flow/run.sh
#!/bin/bash
# OpenROAD 26Q1-2900-gdf79404cd8, Yosys 0.63+post, stock flow scripts
make -C /OpenROAD-flow-scripts/flow DESIGN_CONFIG=/design/flow/config.mk WORK_HOME=/design/flow/orfs finish
File: design/flow/config.mk
export PLATFORM = sky130hd
export DESIGN_NAME = ALU
export DESIGN_NICKNAME = ALU
export VERILOG_FILES = /design/flow/design.v
export SDC_FILE = /design/flow/constraint.sdc
export NUM_CORES = 4
export LEC_CHECK = 1
export CORE_UTILIZATION = 50
File: design/flow/constraint.sdc
current_design ALU

set clk_period 14.1
set clk_io_pct 0.2

create_clock -name clk0 -period $clk_period [get_ports {clk}]

set non_clock_inputs [all_inputs -no_clocks]
set_input_delay [expr $clk_period * $clk_io_pct] -clock clk0 $non_clock_inputs
set_output_delay [expr $clk_period * $clk_io_pct] -clock clk0 [all_outputs]
==> run summary <==
Notes from the flow run.

Worst setup path:
- The worst setup path is of the in2out kind.
- The run gives the capturing element type of the critical path as an output port.
- The run gives the count of buffering cells on the critical path with inverters included as 2.
- On the critical path, the stage with the largest delay is an instance of sky130_fd_sc_hd__a311oi_1.
- By instance count, the cell type seen most on the critical path is sky130_fd_sc_hd__clkdlybuf4s50_1.
- STA puts the critical path data arrival time at 6.14 ns.
- The run gives the largest fanout on the critical path as 2.
- The run gives the type of origin of the critical path as a primary input.
- Per STA, the worst path accumulates the most delay in the family AND-OR/OR-AND gates.
- The run gives the required arrival time at the worst endpoint as 11.28 ns.
- The run gives the delay of the slowest cell on the worst path as between 0.6 and 0.7 ns.
- The cell sequence reported for the critical path is clkdlybuf4s50_1 -> ha_1 -> nand2b_1 -> a21o_1 -> a211oi_1 -> o221ai_1 -> a311oi_1 -> o311ai_4 -> or2_2 -> clkdlybuf4s50_1.

Global routing:
- The run gives the first-pass GRT wire length as approximately 33 mm.
- The run gives the final global-route overflow total as 0.
- The run gives the overall fraction of global-route tracks in use as between 20% and 30%.
- The run puts the number of global-route vias before repair at around 6500.
- The run puts the largest net degree at the start of global routing at about 49.
- The run gives the initial antenna violation count as 0.

Final timing:
- Subtracting the final worst setup slack from the clock period gives 8.96 ns.
- The max-slew check reports its worst relative slack as about two fifths.
- Summed over all failing endpoints, the final setup total negative slack is 0 ns.
- At the pin with the least slew margin, the transition time is just over 0.9 ns.
- The flow reports an fmax of about 110 MHz.
- After layout, the worst path uses between 60% and 70% of the clock period.
- Setup repair after global routing left no endpoint under its margin.
- Between clock sinks in the finished design, the worst skew comes to between 0.008 and 0.009 ns.
- The run gives the number of pins exceeding their max-slew limit in the final report as 0.
- The run puts the number of hold violations in the final report at 0.
- The final report lists the setup-violating endpoint count as 0.

Cells and area:
- The run gives the fill cell instance count of the final layout as approximately 1200.
- The run gives the final cell area excluding filler cells as between 10000 and 15000 um2.
- The run gives the utilization after layout as ~66%.
- The run gives the ratio of cells with drive above 1 in the final layout as slightly below 5%.
- The run puts the growth of design area from synthesis to finish at 28.3%.

Clock network:
- The run puts the clock latency reported for the late side of the worst-skew pair at 0.42 ns.
- The run gives the TritonCTS buffer count as 17.
- The run puts the number of buffers inserted to repair setup after CTS at 0.
- TritonCTS reports the number of clock sinks as around 140.
- Looking at the clock tree report, the root buffer type is sky130_fd_sc_hd__clkbuf_16.
- The run gives the number of buffers on the longest clock path as 2.
- In this run, post-CTS repair resized a total of 0 instances.
- The run puts the number of H-tree branching levels at 4.
- The run puts the number of buffers inserted for hold repair after clock tree synthesis at 0.
- TritonCTS built the clock tree.
- For reference, the clock transition at the flip-flops on the worst setup and hold paths is 0.06 ns.

Placement:
- Summed over all nets, the half-perimeter wirelength after detailed placement is roughly 16 mm.
- The run puts the tally of buffers added on design ports at between 150 and 200.
- The run puts the post-place instance area at 10300 um2.
- The run gives the final weighted congestion in routability-driven placement as roughly 0.9.

Job:
- The run gives the number of max-capacitance violations reported as 0.
- The run gives the stage-log warning count as around 43.

Logic synthesis:
- The run gives the number of synthesized register bits as 143.
- The run puts the share of async-settable or async-resettable flops after synthesis at 0%.
- The run puts the number of instances in the synthesized netlist at 831.
- The run puts the register share after synthesis at between 40% and 50%.
- The run gives the cell type with the largest total area as sky130_fd_sc_hd__edfxtp_1.
- The run gives the share of the synthesized area in the top cell type as between 30% and 40%.
- The run gives the count of flip-flops with a built-in enable after synthesis as 96.
- Summing every instance area after synthesis gives ~8500 um2.
- The most used flip-flop cell after synthesis is sky130_fd_sc_hd__edfxtp_1.
- Each instance of the synthesized netlist takes up on average slightly above 10 um2.
- The run puts the total cell area reported by yosys after synthesis at 8460 um2.
- The run gives the yosys stat cell total as approximately 830.
- In the post-synthesis netlist, the biggest area contributors are sky130_fd_sc_hd__edfxtp_1, sky130_fd_sc_hd__ha_1, sky130_fd_sc_hd__dfxtp_1.
- The synthesis log from Yosys contains 129 warnings.
- Per the synthesis report, the number of distinct cell types is about 55.

Floorplanning:
- Row generation in the floorplan step produced about 47 rows.
- The die is between 100 and 150 um tall.
- The run gives the number of primary I/O pins as 270.
- The run gives the core area as around 17000 um2.
- The run gives the pre-placement core utilization as around 51%.
- The chip occupies 17400 um2.
- The run puts the die outline width at roughly 130 um.

Route:
- The run puts the post-detailed-route count of antenna-violating nets at 0.
- The run puts the total routed wirelength at ~21 mm.
- The run puts the iteration-0 DRC count of the detailed router at 362.
- The run gives the iteration count of the initial detailed-routing pass as 5.
- The repair_antennas step left the layout with diodes totalling 0.
- The run gives the via count of the routed design as about 6600.
- The routed design shows a wire length per standard cell of around 17 um.
- The run puts the residual DRC count at 0.
- Dividing the detail-routed via count by the number of cells gives between 5 and 6.

Worst hold path:
- Checking hold timing, the worst path is listed with class reg2reg.

Power:
- The run puts the leakage power at roughly 4.7 nW.
- The run puts the ratio of total power to cell area at 99.5 nW/um2.
- The run gives the highest ir drop seen on vdd as 0.0858 mV.

Run status:
- The flow ran to the end, and the final reports show no timing, DRC or antenna violations.
[where the power goes]
group	switching (mW)	internal, mW	total [mW]
logic	0.0663	0.0814	0.148
clock network	0.171	0.267	0.438
registers	0.0189	0.475	0.494
[final cells by class]
class / count / area [um2] / area share [%]
flip-flops and latches: 143 / 3820 / 35.2
multi-input cells: 512 / 3700 / 34.1
repair buffers: 196 / 1940 / 17.8
inverters: 144 / 541 / 4.98
clock buffers: 20 / 457 / 4.21
well taps: 220 / 275 / 2.54
clock inverters: 12 / 119 / 1.10
[routing by layer]
| metal | GRT usage, % | up-vias | part of all wire [%] |
|---|---|---|---|
| met5 | 0 | - | 0 |
| met4 | 5.30 | 0 | 2.1 |
| met3 | 7.66 | 25 | 9.4 |
| li1 | - | 3210 | - |
| met1 | 39.1 | 3048 | 44 |
| met2 | 38.0 | 302 | 44 |
[Yosys cell counts, types with 11 or more instances]
cell and count:
sky130_fd_sc_hd__inv_1 144, sky130_fd_sc_hd__edfxtp_1 96, sky130_fd_sc_hd__ha_1 96, sky130_fd_sc_hd__buf_4 72, sky130_fd_sc_hd__nor4_1 49, sky130_fd_sc_hd__dfxtp_1 47
sky130_fd_sc_hd__o21ai_0 39, sky130_fd_sc_hd__a21oi_1 36, sky130_fd_sc_hd__a22oi_1 28, sky130_fd_sc_hd__nand4_1 27, sky130_fd_sc_hd__nand2_1 25, sky130_fd_sc_hd__nor2_1 22
sky130_fd_sc_hd__nand3_1 19, sky130_fd_sc_hd__xor2_1 19, sky130_fd_sc_hd__clkbuf_1 17, sky130_fd_sc_hd__a21o_1 14, sky130_fd_sc_hd__xnor2_1 11
[cells in the final DEF, fill, tap and decap left out, drive strengths merged, types with 5 or more instances in the layout]
master,n
a21o,14
or4,5
xnor2,11
dfxtp,47
nor4,50
nor2,22
buf,9
a22oi,28
clkinv,6
nand2,25
o21ai,39
ha,96
nand3,19
edfxtp,96
a21oi,36
clkbuf,20
inv,144
conb,64
nand4,28
xor2,19
clkdlybuf4s50,187
[registers in the layout, summed over array words and instances (netlist names)]
| name | count |
|---|---|
| in1 | 32 |
| in2 | 32 |
| in3 | 32 |
| pc_in | 32 |
| ins | 15 |
[cells by family after synthesis]
logic type / Yosys count / share of synthesized area (%)
other: 1 / 0.0443
buffers and inverters: 239 / 14.3
XOR/XNOR: 30 / 3.11
adder cells (fa/ha/maj): 96 / 14.2
flip-flops: 143 / 45.2
AND-OR/OR-AND: 143 / 11.0
AND/OR/NAND/NOR: 179 / 12.2
[final timing paths]
kind,slack [ns],endpoint,cells after the start,start
setup / recovery,5.14,br_ctrl,10,alu_in2[0]
hold / removal,1.25,pc_in[3],5,ins[12]
setup reg to reg,10.08,in2[31],11,in1[0]
hold reg to reg,1.25,pc_in[3],5,ins[12]
[worst min-delay path: stages (launching register included)]
cell	delay, ns
sky130_fd_sc_hd__dfxtp_1	0.36
sky130_fd_sc_hd__xnor2_1	0.17
sky130_fd_sc_hd__a21oi_1	0.09
sky130_fd_sc_hd__o21ai_4	0.07
sky130_fd_sc_hd__buf_4	0.42
sky130_fd_sc_hd__nor4_1	0.09
[per-stage QoR]
stage | cells | total power, mW | hold WS, ns | worst slack (ns)
after floorplan | 894 | 0.584 | 0.759 | 2.47
after global placement | 1215 | 0.646 | 1.23 | 5.10
after detailed placement | 1215 | 0.648 | 1.24 | 5.13
after CTS | 1247 | 1.09 | 1.25 | 5.07
after global routing | 1247 | 1.12 | 1.37 | 4.93
final | 1247 | 1.08 | 1.25 | 5.14
Power is estimated from default activity; no workload was simulated.
