==> /design/flow/design.v <==
`timescale 1ns / 1ps
module DataMem(clk,rst,d_r_en,d_w_en,d_add,data_in,d_out);
    input clk,rst,d_w_en,d_r_en;
    input [31:0]d_add,data_in;    
    output reg[31:0] d_out;
    reg[31:0] data[0:99];
    integer i; 
    always@(posedge clk)begin  
        if(rst)begin
             for(i=0;i<100;i=i+1)
                data[i]=32'b0;
             d_out=0;
        end      
        else begin    
            if(d_w_en==1'b1)begin
                data[{2'b0,d_add[29:0]}] = data_in;
                d_out=0;
            end
            else if(d_r_en==1'b1)begin
                d_out = data[{2'b0,d_add[29:0]}];
            end 
            else begin
                d_out = data_in;
            end       
        end
    end
endmodule
==> /design/flow/run.sh <==
#!/bin/bash
# OpenROAD 26Q1-2900-gdf79404cd8, Yosys 0.63+post, stock flow scripts
make -C /OpenROAD-flow-scripts/flow DESIGN_CONFIG=/design/flow/config.mk WORK_HOME=/design/flow/orfs finish
==> /design/flow/config.mk <==
export PLATFORM = sky130hd
export DESIGN_NAME = DataMem
export DESIGN_NICKNAME = DataMem
export VERILOG_FILES = /design/flow/design.v
export SDC_FILE = /design/flow/constraint.sdc
export NUM_CORES = 4
export LEC_CHECK = 1
export CORE_UTILIZATION = 30
==> /design/flow/constraint.sdc <==
current_design DataMem

set clk_period 6.4
set clk_io_pct 0.2

create_clock -name clk0 -period $clk_period [get_ports {clk}]

set non_clock_inputs [all_inputs -no_clocks]
set_input_delay [expr $clk_period * $clk_io_pct] -clock clk0 $non_clock_inputs
set_output_delay [expr $clk_period * $clk_io_pct] -clock clk0 [all_outputs]
==> reports/metrics.csv <==
metric,value,unit
gr-usage-all-layers,53.5,%
most_common_cell,nand2_1,
tool_warnings,136,
clockRootBuffer,clkbuf_16,
ys_async_sr_fraction,0,%
outcome,"finished, violations left",
clock_sinks,3232,
required,7.31,ns
ys_cells,17709,
worst_pin_slew,1.34,ns
final_period_minus_worst_setup_slack,5.19,ns
yosysWarnings,2,
max_stage_delay,1.01,ns
post-cts-setup-buffer-count,0,
place_hpwl,788000,um
grt_pass1_wl,1480000,um
syn_inst,17709,
report.final.slew_viol_count,0,
crit_buf_inv,5,
rows,243,
critPathCaptureType,flop,
die_w,667,um
grt_pass1_vias,136470,
fin_worst_skew,0.0966,ns
max_freq,0.193,GHz
critPathArrivalTime,6.10,ns
ys_sh_aoi,22.9,%
ys_seq_elements,3232,
antenna_left,1,
violations,antenna rules,
wl_met3,213000,um
power.total,46.3,mW
yosys-top-cells-count,"6,720 x nand2_1, 3,305 x a21oi_1, 3,232 x dfxtp_1",
drt_pass1_iterations,10,
vias_per_cell,6.53,
yosys-top-cells-area,"dfxtp_1 49%, nand2_1 19%, a21oi_1 12%",
yosys.area_share.adder,0,%
max-clock-path-buffers,4,
worstPathMaxFanout,17,
cts_resized,0,
drive_above_1_share,13.2,%
hp-class,flop to flop,
detail_route.iter0.violations,24914,
num-fill-cells,44929,
finalClockPeriodUsage,81.1,%
slowest_stage,o41ai_1,
htree_num_levels,5,
cpLargestDelayFamily,AND-OR/OR-AND gates,
grt_overflow_total,0,
clk_pin_slew_worst_paths,0.06,ns
routed.top_layer,met5,
cts_buffers,382,
syn_to_final_growth,21.7,%
numPortBuffers,74,
yosysSeqAreaShare,48.7,%
xor_share,0,%
drv_cap,0,
wl_met2,442000,um
critPathKind,input port to flop,
routed_wl,1190000,um
ff_type,dfxtp_1,
cts_tree,done,
io_pins,100,
m1WireLength,405000,um
ys_sh_mux,0.585,%
synth_area,0.133,sq mm
p_leak,51.7,nW
syn_avg_cell_area,7.50,sq um
yosysUniqueCellTypes,83,
top_logic_kind,AND-OR/OR-AND gates,
clk-insertion-delay-late,1.10,ns
synthSimpleGateAreaFrac,22.2,%
core-area,0.439,sq mm
edf_count,0,
wl_per_cell,49.2,um
chipHeight,667,um
cellPowerDensity,286,mW/mm^2
vias,157544,
ys_area,0.133,sq mm
rsz0062_at_grt,no,
top_area_cell,dfxtp_1,
grt_max_degree,145,
fp_util,30.2,%
drc,0,
cts_hold_buf,0,
setup_violations,0,
regArea,0.0647,sq mm
yosysTopAreaCellShare,48.7,%
dieArea,0.445,sq mm
tns,0,ns
place_congestion,1.12,
ir_drop,0.234,mV
start_kind,input port,
antenna_found_initial,286,
slew_headroom,9.76,%
hold_viol,0,
path_cells,"buf_2, buf_4, or3_4, nor2_2, buf_12, a22oi_1, nand4_1, nor3_1, buf_4, nand3_1, o41ai_1, buf_12, a311oi_1",
comb_area,0.0618,sq mm
-- cell usage in the layout (no fill, tap or decap), drive strengths merged, types with 59 or more instances in the layout --
| cell | count |
|---|---|
| a222oi | 109 |
| nand2 | 6720 |
| o22ai | 104 |
| clkinv | 88 |
| nand4 | 104 |
| nand3 | 70 |
| a22oi | 1006 |
| diode | 328 |
| o21ai | 79 |
| nor3 | 74 |
| and3 | 117 |
| a22o | 182 |
| buf | 1340 |
| nor4 | 59 |
| a21oi | 3305 |
| clkbuf | 574 |
| a221oi | 98 |
| dfxtp | 3232 |
| nor2 | 177 |
-- stage by stage --
stage | std cells | hold WS [ns] | setup WS, ns | cell area (sq um) | utilization, %
finish | 24130 | 0.451 | 1.21 | 162000 | 36.8
global route | 23905 | 0.463 | 1.35 | 161000 | 36.6
CTS | 23802 | 0.450 | 1.75 | 161000 | 36.6
detailed placement | 23103 | 0.442 | 0.690 | 148000 | 33.6
global placement | 23103 | 0.437 | 0.738 | 148000 | 33.6
floorplan | 17709 | 0.428 | 2.81 | 133000 | -
-- tightest hold or removal path, stage by stage (launching register included) --
cell	delay [ns]
dfxtp_1	0.31
nand2_1	0.05
a21oi_1	0.05
-- routing by layer --
metal / vias up / global-route usage [%]
li1: 60421 / -
met1: 76667 / 61.8
met2: 15406 / 65.7
met3: 4908 / 36.6
met4: 142 / 45.6
met5: - / 6.88
-- worst paths after layout --
path | from | slack [ns] | end | cells past startpoint
setup / recovery | d_add[4] | 1.21 | d_out[31] | 13
hold / removal | data[67][12] | 0.45 | data[67][12] | 2
setup reg to reg | data[1][2] | 2.96 | d_out[2] | 7
hold reg to reg | data[67][12] | 0.45 | data[67][12] | 2
-- final cells by class --
class,count,area share [%]
Clock buffer,574,7.10
Multi-Input combinational cell,12616,38.3
Sequential cell,3232,40.0
Inverter,3,0.00697
Antenna cell,328,0.508
Clock inverter,125,0.939
Timing Repair Buffer,1372,8.57
Tap cell,5880,4.55
-- sequential cells by signal, indices dropped and copies added, names as in the netlist --
register	cells
data	3200
d_out	32
-- cells by family (layout without fill, tap and decap cells) --
family,Yosys count,in the layout
multiplexers,73,73
other,0,328
AND/OR/NAND/NOR,7445,7445
buffers and inverters,1861,2074
AND-OR/OR-AND,5098,5098
flip-flops,3232,3232
-- power breakdown --
part           leakage (nW)  internal [mW]  switching [mW]
Combinational          19.2          0.375            2.26
Sequential             26.0           20.2          0.0311
Clock                  6.45           13.3            10.1
No activity file was given, so power comes from the tool's default toggle rates.
